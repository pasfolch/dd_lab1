[flow/config.mk]
export PLATFORM = sky130hd
export DESIGN_NAME = register_map
export DESIGN_NICKNAME = register_map
export VERILOG_FILES = /design/flow/design.v
export SDC_FILE = /design/flow/constraint.sdc
export NUM_CORES = 4
export LEC_CHECK = 1
export CORE_UTILIZATION = 30
[flow/constraint.sdc]
current_design register_map

set clk_period 1.2
set clk_io_pct 0.2

create_clock -name clk0 -period $clk_period [get_ports {clk}]

set non_clock_inputs [all_inputs -no_clocks]
set_input_delay [expr $clk_period * $clk_io_pct] -clock clk0 $non_clock_inputs
set_output_delay [expr $clk_period * $clk_io_pct] -clock clk0 [all_outputs]
[flow/design.v]
module register_map
#(   
    parameter NB_DATA = 8,
    parameter NB_ADDR = 8
) (
    input   wire                    clk,
    input   wire                    resetb,
    input   wire                    wr_req,
    input   wire                    rd_req,
    input   wire  [NB_DATA - 1 : 0] data_in,
    input   wire  [NB_ADDR - 1 : 0] addr_in,
    input   wire                    pll_locked,
    input   wire                    pll_in_range,
    input   wire                    pga_saturate,
    input   wire  [1 : 0]           vco_gear,
    input   wire                    rx_status_packet_detected,
    input   wire                    rx_infoframe_detected,
    input   wire                    rx_color_correct_detected,
    input   wire                    rx_content_protection_detected,
    input   wire                    rx_video_id_detected,
    input   wire                    rx_audio_id_detected,
    input   wire                    rx_aux_data_detected,
    output  wire  [NB_DATA - 1 : 0] data_out,
    output  wire                    master_powerdown,
    output  wire                    afe_powerdown,
    output  wire                    aaf_powerdown,
    output  wire                    pga_powerdown,
    output  wire                    pll_powerdown,
    output  wire                    pads_powerdown,
    output  wire                    tx_enable,
    output  wire                    tx_clk_gen_enable,
    output  wire                    tx_despreader_enable,
    output  wire                    tx_freq_diversity_enable,
    output  wire [1 : 0]            tx_lane_sel,
    output  wire [2 : 0]            tx_slew_rate,
    output  wire [1 : 0]            tx_phase_interpolation,
    output  wire [3 : 0]            rx_audio_out_enable,
    output  wire [1 : 0]            rx_audio_out_format
);
reg [NB_DATA - 1 : 0] power_down;
reg [NB_DATA - 1 : 0] status;
reg [NB_DATA - 1 : 0] tx_controls;
reg [NB_DATA - 1 : 0] rx_packets;
reg [NB_DATA - 1 : 0] tx_serdes_controls;
reg [NB_DATA - 1 : 0] rx_audio_out;
always @(posedge clk or negedge resetb) begin
    if (!resetb) begin
        power_down          <= 8'h80;
        tx_controls         <= 8'h84;
        tx_serdes_controls  <= 8'hF0;
        rx_audio_out        <= 8'hFC;
    end else begin
        if (wr_req) begin
            case (addr_in)
                8'h00: power_down           <= data_in; 
                8'h34: tx_controls          <= data_in;
                8'h52: tx_serdes_controls   <= data_in; 
                8'h68: rx_audio_out         <= data_in; 
            endcase 
        end
    end
end
reg [NB_DATA - 1 : 0] rd_data;
always @(*) begin
    if (rd_req) begin
        case (addr_in)
            8'h00: rd_data = power_down;
            8'h10: rd_data = {pll_locked, pll_in_range, pga_saturate, vco_gear[1], vco_gear[0], 1'b0, 1'b0, 1'b0};
            8'h34: rd_data = tx_controls;
            8'h48: rd_data = {1'b0, rx_status_packet_detected, rx_infoframe_detected, rx_color_correct_detected, rx_content_protection_detected, rx_video_id_detected, rx_audio_id_detected, rx_aux_data_detected};
            8'h52: rd_data = tx_serdes_controls;
            8'h68: rd_data = rx_audio_out;
        endcase
    end
end
assign master_powerdown               = power_down[7];
assign afe_powerdown                  = power_down[6];
assign aaf_powerdown                  = power_down[5];
assign pga_powerdown                  = power_down[4];
assign pll_powerdown                  = power_down[3];
assign pads_powerdown                 = power_down[2];
assign tx_enable                      = tx_controls[7];
assign tx_clk_gen_enable              = tx_controls[6];
assign tx_despreader_enable           = tx_controls[5];
assign tx_freq_diversity_enable       = tx_controls[4];
assign tx_lane_sel                    = tx_controls[3:2];
assign tx_slew_rate                   = tx_serdes_controls[7:5];
assign tx_phase_interpolation         = tx_serdes_controls[4:3];
assign rx_audio_out_enable            = rx_audio_out[7:4];
assign rx_audio_out_format            = rx_audio_out[3:2];
assign data_out = rd_data;
endmodule
[flow/run.sh]
#!/bin/bash
# OpenROAD 26Q1-2900-gdf79404cd8, Yosys 0.63+post, stock flow scripts
make -C /OpenROAD-flow-scripts/flow DESIGN_CONFIG=/design/flow/config.mk WORK_HOME=/design/flow/orfs finish
==> flow_summary_export.csv <==
group,metric,value,unit
floorplanning,num_rows,29,
final_layout,instances_no_fill,330,
grt,overflow,0,
floorplanning,die_area,6990,um2
placement,post-place-ws,-0.912,ns
drt,drc,0,
timing,finalSetupViolCount,32,
grt,grt_first_pass_wirelength,8670,um
timing,holdWs,0.324,ns
critical_path,cp.buffers_inverters,1,
critical_path,cp_cell_sequence,"buf_6 -> or4_4 -> nor3b_4 -> nand2_4 -> mux2_4",
drt,via_per_inst,4.79,
logic_synthesis,common_cells,"mux2_2, dfrtp_1, buf_4, dfstp_2",
timing,slew_headroom,0.549,
logic_synthesis,edf_count,0,
timing,rsz0062_at_grt,"yes",
logic_synthesis,synth_cells,152,
final_layout,fin_util,0.479,
final_layout,mi_logic_area,1000,um2
pwr,cellPowerDensity,848,nW/um2
final_layout,fill_cells,568,
drt,drtAntennaViolNets,0,
logic_synthesis,ys_ff,40,
floorplanning,die_h,83.6,um
drt,wl_per_cell,16.2,um
floorplanning,coreArea,6390,um2
status,outcome,"finished, violations left",
critical_path,criticalPathCategory,"primary input to flop",
logic_synthesis,synth_dominant_cell_count,"mux2_2",
timing,untimed_endpoints,16,
floorplanning,fp_util,0.313,
pwr,ir_worst_vdd,0.418,mV
logic_synthesis,syn-mean-instance-area,13.1,um2
critical_path,slowest_delay,0.57,ns
timing,worst_clock_skew,0,ns
placement,gp_congestion,0.865,
job,drv_cap,0,
drt,wl,5330,um
grt,track_usage,0.164,
logic_synthesis,yosys_area,2000,um2
timing,report.final.slew_viol_count,0,
critical_path,endpoint_kind,"flop",
final_layout,layout-drive-gt1-share,0.561,
critical_path,critical_path.top_delay_family,"simple AND/OR/NAND/NOR gates",
placement,place_inst,306,
timing,worstMarginPinSlew,0.668,ns
logic_synthesis,ys_top_cells_by_area,"dfrtp_1, mux2_2, dfstp_2",
status,violations,"negative setup slack",
clock_network,clock-root-buffer,"clkbuf_8",
critical_path,crit_arrival,1.64,ns
pwr,p_leak,1.51,nW
logic_synthesis,ff_type,"dfrtp_1",
final_layout,seq_area,937,um2
final_layout,area_growth,53.1,%
timing,setup_ws,-0.271,ns
floorplanning,ios,63,
timing,min_period_over_period,1.23,
critical_path,worst-path-max-fanout,8,
clock_network,clk_pin_slew_worst_paths,0.06,ns
clock_network,clk_latency,0.28,ns
logic_synthesis,synth_area,2000,um2
clock_network,cts_tree,"yes",
critical_path,crit_required,1.37,ns
critical_path,crit_slowest_cell,"or4_4",
timing,period_minus_slack,1.47,ns
logic_synthesis,synth_warnings,1,
clock_network,cts_buffer_depth,2,
grt,antenna_found_initial,0,
logic_synthesis,synthArstFlopShare,0.800,
timing,finalHoldViolCount,0,
grt,grt_start_max_net_pins,33,
critical_path,critPathLaunchType,"primary input",
floorplanning,fp.dieW,83.6,um
logic_synthesis,synth_cell_type_count,36,
drt,dr.pass1.iters,4,
grt,grt_pass1_vias,1576,
logic_synthesis,ys_cells,152,
drt,n_antenna_cell,0,
drt,vias,1580,
logic_synthesis,top_area_frac,0.238,
timing,unclocked_pins,8,
clock_network,htree_levels,2,
clock_network,cts_made_buffers,5,
clock_network,postCtsHoldBufs,0,
logic_synthesis,top_area_cell,"dfrtp_1",
timing,max_freq,0.680,GHz
drt,drt_iter0_drc,92,
job,warnings,28,
placement,portBuffers,62,
min_path,hold_class,"primary input to async pin",
placement,hpwl,3800,um
## layer usage
| metal | up-vias | share of wire | GRT usage | wire length [um] |
|---|---|---|---|---|
| li1 | 765 | - | - | - |
| met1 | 760 | 0.50 | 0.272 | 2640 |
| met2 | 45 | 0.43 | 0.234 | 2300 |
| met3 | 10 | 0.057 | 0.0321 | 302 |
| met4 | 0 | 0.016 | 0.0231 | 84 |
| met5 | - | 0 | 0 | 0 |
## layout by cell type, fill, tap and decap left out, types with 2 or more instances in the layout
cell             synthesis  layout
buf_4                   13      43
clkdlybuf4s50_1          0      31
mux2_2                  32      23
dfrtp_1                 19      19
mux2_4                   8      17
buf_2                    1      17
dfstp_2                 13      13
dlygate4sd2_1            0       8
dlxtn_1                  8       8
a221o_1                  7       7
clkbuf_8                 0       7
nor2_1                   6       6
nor3_1                   6       6
buf_6                    1       6
a22o_1                   4       4
mux2i_1                  4       4
a32oi_1                  3       3
nand2_4                  1       3
nor3b_4                  2       2
nand2_1                  3       2
nor3_4                   1       2
clkdlybuf4s15_1          0       2
buf_12                   0       2
## area by class of cell
type,instances,area share
flip-flops and latches,40,0.307
multi-input cells,95,0.328
well taps,77,0.0315
repair buffers,110,0.301
clock buffers,8,0.0327
## what timing repair did
| action | in CTS | in global routing |
|---|---|---|
| buffers inserted | 13 | 3 |
| resized | 88 | 4 |
| setup endpoints to repair | 55 | 34 |
| pin swaps | 8 | 7 |
## state kept, by name, indices dropped and copies added, names as in the netlist
name	cells
tx_serdes_controls	8
rx_audio_out	8
rd_data	8
power_down	8
tx_controls	8
## power by group
group,internal (W),switching [W],leakage [nW]
combinational,0.000313,0.000172,1.00
sequential,0.00116,0.0000311,0.457
clock,0.000523,0.000389,0.0515
total,0.00200,0.000592,1.51
## per-stage QoR
stage | total power, W | TNS, ns | area (um2)
final | 0.00259 | -5.36 | 3060
after floorplan | 0.00138 | -13.27 | 2050
after global placement | 0.00170 | -26.64 | 2900
after CTS | 0.00261 | -6.11 | 3030
after detailed placement | 0.00170 | -26.87 | 2900
after global routing | 0.00271 | -6.28 | 3060
## cell families after synthesis
logic type	synth area share
latches	0.0601
AND-OR/OR-AND	0.0977
buffers and inverters	0.0608
AND/OR/NAND/NOR	0.112
multiplexers	0.261
flip-flops	0.409
## worst paths after layout
check                                                   from                                 to  slack [ns]  cells after the start
setup / recovery                                  addr_in[6]         tx_controls[3]$_DFFE_PN0P_       -0.27                      5
hold / removal                                        resetb  tx_serdes_controls[3]$_DFFE_PN0P_        0.32                      2
setup reg to reg                  tx_controls[4]$_DFFE_PN0P_         tx_controls[4]$_DFFE_PN0P_        0.30                      2
hold reg to reg            tx_serdes_controls[1]$_DFFE_PN0P_  tx_serdes_controls[1]$_DFFE_PN0P_        0.51                      1
max in group asynchronous                             resetb         tx_controls[7]$_DFFE_PN1P_        0.63                      2
min in group clk0          tx_serdes_controls[1]$_DFFE_PN0P_  tx_serdes_controls[1]$_DFFE_PN0P_        0.51                      1
## worst register-to-register path: stages, from the launching register on
cell and delay [ns]:
dfrtp_1 0.40, buf_4 0.15, mux2_4 0.24
Power is estimated from default activity; no workload was simulated.
